**design/flow/config.mk**
```make
export PLATFORM = sky130hd
export DESIGN_NAME = TopModule
export DESIGN_NICKNAME = TopModule
export VERILOG_FILES = /design/flow/design.v
export SDC_FILE = /design/flow/constraint.sdc
export NUM_CORES = 4
export LEC_CHECK = 1
export CORE_UTILIZATION = 40
```
**design/flow/constraint.sdc**
```tcl
current_design TopModule

set clk_period 4.4
set clk_io_pct 0.2

create_clock -name clk0 -period $clk_period [get_ports {i_clk}]

set non_clock_inputs [all_inputs -no_clocks]
set_input_delay [expr $clk_period * $clk_io_pct] -clock clk0 $non_clock_inputs
set_output_delay [expr $clk_period * $clk_io_pct] -clock clk0 [all_outputs]
```
**design/flow/design.v**
```verilog
module ALU #(
    parameter DATA_WIDTH = 8,   
    parameter MODE_WIDTH = 6   
)(
    input wire signed [DATA_WIDTH-1:0] i_A,
    input wire signed [DATA_WIDTH-1:0] i_B,
    input wire [MODE_WIDTH-1:0] i_mode,
    output reg signed [DATA_WIDTH-1:0] o_result
);
    always @(*) begin
        case (i_mode)
            6'b100000: o_result = i_A + i_B;   
            6'b100010: o_result = i_A - i_B;   
            6'b100100: o_result = i_A & i_B;   
            6'b100101: o_result = i_A | i_B;   
            6'b100110: o_result = i_A ^ i_B;   
            6'b000011: o_result = i_A >>> i_B;   
            6'b000010: o_result = i_A >> i_B;    
            6'b100111: o_result = ~(i_A | i_B);  
            default: o_result = {DATA_WIDTH{1'b0}};   
        endcase
    end
endmodule
module ControlUnit #(
    parameter DATA_WIDTH = 8,   
    parameter MODE_WIDTH = 6    
)(
    input wire signed [((DATA_WIDTH > MODE_WIDTH ? DATA_WIDTH: MODE_WIDTH )) - 1:0]  i_data_bus,   
    input wire i_load_A,
    input wire i_load_B,
    input wire i_load_op,
    input wire i_clk,
    output reg signed [DATA_WIDTH-1:0] o_A,
    output reg signed [DATA_WIDTH-1:0] o_B,
    output reg [MODE_WIDTH-1:0] o_mode
);
    always @(posedge i_clk) begin
        if(i_load_A) begin
            o_A <= i_data_bus[DATA_WIDTH - 1:0];
        end
        else if(i_load_B) begin
            o_B <= i_data_bus[DATA_WIDTH - 1:0];
        end
        else if(i_load_op) begin
            o_mode <= i_data_bus[MODE_WIDTH - 1:0];
        end
    end
endmodule
module TopModule #(
    parameter DATA_WIDTH = 8,   
    parameter MODE_WIDTH = 6    
)(
    input wire signed [((DATA_WIDTH > MODE_WIDTH ? DATA_WIDTH : MODE_WIDTH )) - 1:0] i_data_bus,   
    input wire i_refresh,
    input wire i_load_A,
    input wire i_load_B,
    input wire i_load_op,
    input wire i_clk,
    output wire signed [DATA_WIDTH-1:0] o_result
);
    wire signed [DATA_WIDTH-1:0] A_wire, B_wire;
    wire [MODE_WIDTH-1:0] mode_wire;
    wire signed [DATA_WIDTH-1:0] output_alu;
    reg signed [DATA_WIDTH-1:0] output_res;
    ControlUnit #(
        .DATA_WIDTH(DATA_WIDTH),
        .MODE_WIDTH(MODE_WIDTH)
    ) control_unit_inst (
        .i_data_bus(i_data_bus),
        .i_clk(i_clk),
        .i_load_A(i_load_A),
        .i_load_B(i_load_B),
        .i_load_op(i_load_op),
        .o_A(A_wire),
        .o_B(B_wire),
        .o_mode(mode_wire)
    );
    ALU #(
        .DATA_WIDTH(DATA_WIDTH),
        .MODE_WIDTH(MODE_WIDTH)
    ) alu_inst (
        .i_A(A_wire),
        .i_B(B_wire),
        .i_mode(mode_wire),
        .o_result(output_alu)
    );
    always @(posedge i_clk ) begin
        if(i_refresh) begin
            output_res <= output_alu;   
        end
    end
    assign o_result = output_res;
endmodule
```
**design/flow/run.sh**
```bash
#!/bin/bash
# OpenROAD 26Q1-2900-gdf79404cd8, Yosys 0.63+post, stock flow scripts
make -C /OpenROAD-flow-scripts/flow DESIGN_CONFIG=/design/flow/config.mk WORK_HOME=/design/flow/orfs finish
```
==> results.txt <==
impl run done, here's what came out: status complete, no violations, placed cell area roughly 2800 sq um, global route overflow 0, Top Metal Used met4, yosys synthesis chip area about 2500 sq um, Unique cell types 52, layout cells sized above 1 7.91%, first-pass GRT wire length 10300 microns, Layout Utilization 48.2%, CP Capture Type flop, top cells by count edfxtp_1 (30), ha_1 (24), nand2_1 (20), WP data required 4440 ps, Met2 Routed Length roughly 2900 microns, Clock Pin Slew Worst Setup and Hold Paths 70 ps, fin. max-slew vios 0, I/O pin count 21, cells after synthesis around 260, P_int 0.000542 W, async set-or-reset flop fraction in the synthesized netlist 0%, RePlAce Congestion 0.974, wl on met1 between 2000 and 3000 microns, WS Path Type reg2reg, routed via count 2074, Fin Setup TNS 0 ps, RR Endpoint output_res[5], final hold violation count 0, Post-synth EDFFs 30, H-tree depth 2, final instance area 2900 sq um, fin crit share 73.5%, Comb pwr share 26.0%, final setup fails 0, most frequent cell after synthesis edfxtp_1, Peak VDD IR between 0.2 and 0.25 mV, area delta synth->final 14.4%, OpenROAD warning count 34, CP Data Arrival Time around 3300 ps, Max Freq 309 MHz, Top cell area share a little over a third, Clk Latency, worst-skew pair 280 ps, hold buffers post-CTS 0, dominant register cell edfxtp_1, Hold WC Path Type reg2reg, HPWL after DPL 4670 microns, antenna violations before repair 0, FF-to-FF Start control_unit_inst.o_mode[2], Num CTS Buffers 5, YS warnings 3, Setup Fix Bufs, Post-CTS 0, Synth Register Bits 30, yosys cell count around 260, syn_area_per_cell about 9.9 sq um, Min Clock Period, post-route 3230 ps, Slew Limit Headroom 48.4%, Post-synth area hogs edfxtp_1 (36%), ha_1 (12%), mux2i_1 (6.3%), xnor2_1 (4.8%), nand2_1 (3.0%), wire per inst roughly 18 microns, Ant. Diodes 0, Critical Path Source control_unit_inst.o_mode[2], post-route clock skew 8.74 ps, sequential power share approximately 47%, core area 6030 sq um, WHS 941 ps, drt initial violations 232, Total Power roughly 0.0008 W, CTS root buf clkbuf_8, post-cts sizing count 0, Tightest Pin Transition approximately 770 ps, RSZ-0062 raised after global routing no, Total Wirelength 6230 microns, Psw 0.000242 W, die y size 81.6 microns, worst-path maximum fanout 4, Sw Ratio 30.9%, vias per inst 5.88, vias in the first global route 2077, die area 6670 sq um, clock sink count 30, Clock Power Share 27.4%, setup slack, reg-to-reg 1170 ps, leakage power 1.11 nW, Synth area leader edfxtp_1, DRT Pass-1 Iters 4, Longest Clk Path Bufs 2, Worst setup endpoint output_res[5], largest net degree at the start of global routing 22, CTS tree yes, Tot GR Track Use 21.8%, met3 WL 440 microns, Die Width 81.6 microns, fp_density 42.1%, Reg2Reg Depth 10, Worst Setup Start Kind flop, post-synthesis sequential area ratio 35.5%, DR DRC count 0, Rows 28, Port Buffer Count 20, Cell Pwr Density roughly 270 nW/um^2, Synth Cell Area 2540 sq um, Max Cap Viol 0, post-route ant nets 0
-- worst max-delay path, cell delays in order, from the launching register on --
cell and delay, ps:
edfxtp_1 430, or4b_2 680, nor2_1 290, nor2_1 90, xnor2_1 130, ha_1 340, o21a_1 180, o31a_1 120
o21a_1 180, or3_1 310, a31o_2 230
-- worst min path at each step --
stage | cells past startpoint | slack (ps) | end | from
4_1_cts | 3 | 940 | output_res[7] | control_unit_inst.o_mode[4]
5_1_grt | 3 | 1020 | output_res[7] | control_unit_inst.o_mode[4]
6_report | 3 | 940 | output_res[7] | control_unit_inst.o_mode[4]
-- flip-flops by register name, indices dropped and copies added (netlist names) --
register	count
control_unit_inst.o_A	8
output_res	8
control_unit_inst.o_mode	6
control_unit_inst.o_B	8
-- metal layers --
| layer | vias to the layer above | track usage (%) |
|---|---|---|
| met5 | - | 0 |
| met4 | 0 | 6.14 |
| met3 | 22 | 5.75 |
| met2 | 104 | 34.3 |
| met1 | 939 | 30.7 |
| li1 | 1009 | - |
-- layout make-up --
type	count	area [sq um]
fill	558	3120
sequential	30	901
multi-input combinational	197	1520
tap	75	93.8
clock inverter	2	8.76
timing repair buffer	26	245
inverter	17	63.8
clock buffer	6	72.6
-- power by group through the flow --
stage	Combinational (W)	Sequential [W]	Clock (W)
CTS	0.000203	0.000365	0.000221
global route	0.000229	0.000369	0.000235
finish	0.000204	0.000365	0.000215
-- cell usage in the layout (no fill, tap or decap), types with 3 or more instances in the layout --
master / netlist / layout
nor3_1: 6 / 6
o211ai_1: 3 / 3
o21ai_0: 14 / 14
xor2_1: 3 / 3
clkbuf_8: 0 / 5
nand2_1: 20 / 20
a22oi_1: 3 / 3
ha_1: 24 / 24
clkdlybuf4s50_1: 0 / 20
inv_1: 16 / 16
a31oi_1: 4 / 4
nor4_1: 3 / 3
mux2i_1: 16 / 16
nor2_1: 18 / 18
or4_1: 4 / 4
mux2_2: 3 / 3
buf_4: 0 / 6
a221oi_1: 3 / 3
edfxtp_1: 30 / 30
mux4_2: 3 / 3
nand3_1: 7 / 7
xnor2_1: 14 / 14
or3_1: 3 / 3
o21a_1: 5 / 5
nor2b_1: 4 / 4
o221ai_1: 3 / 3
a21oi_1: 3 / 3
-- cell families after synthesis --
kind of cell | share of synthesized area [%]
multiplexers | 10.3
flip-flops | 35.5
XOR/XNOR | 5.87
adder cells (fa/ha/maj) | 12.6
AND-OR/OR-AND | 15.6
buffers and inverters | 4.68
AND/OR/NAND/NOR | 15.4
-- stage by stage --
stage | instances | setup WS [ps]
finish | 353 | 1170
global route | 353 | 1030
CTS | 353 | 1190
detailed placement | 345 | 1190
global placement | 345 | 1240
floorplan | 257 | 1300
Power is estimated from default activity; no workload was simulated.
